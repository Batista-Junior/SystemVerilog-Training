==> design/flow/design.v <==
package definitions_pkg;
typedef enum logic [2:0] {
  INST_ADDR, INST_FETCH, INST_LOAD, IDLE, OP_ADDR, OP_FETCH, ALU_OP, STORE
} state_t;
typedef enum logic [2:0] {
  HLT, SKZ, ADD, AND, XOR, LDA, STO, JMP
} opcode_t;
endpackage 
interface mem_interface #(
  parameter ADDR_WIDTH = 5,
  parameter DATA_WIDTH = 8
) (
  input logic clk
);
  logic read;
  logic write;
  logic [ADDR_WIDTH-1:0] addr;
  logic [DATA_WIDTH-1:0] data_in;
  logic [DATA_WIDTH-1:0] data_out;
  modport dut (
    input  clk,
    input  read,
    input  write,
    input  addr,
    input  data_in,
    output data_out
  );
  modport tester (
    input  clk,
    output read,
    output write,
    output addr,
    output data_in,
    input  data_out
  );
endinterface
module adder #(
    parameter DATA_WIDTH = 4
)(
    input  logic [DATA_WIDTH-1:0] x,     
    input  logic [DATA_WIDTH-1:0] y,     
    input  logic                  cin,   
    output logic [DATA_WIDTH-1:0] sum,   
    output logic                  cout   
);
    logic [DATA_WIDTH:0] carry;
    assign carry[0] = cin;
    genvar i;
    generate
        for (i = 0; i < DATA_WIDTH; i++) begin : adder_gen
            full_adder fa(
                .x(x[i]),
                .y(y[i]),
                .cin(carry[i]),
                .s(sum[i]),
                .cout(carry[i+1])
            );
        end
    endgenerate
    assign cout = carry[DATA_WIDTH];
endmodule
module full_adder (
    input  logic x,     
    input  logic y,     
    input  logic cin,   
    output logic s,     
    output logic cout   
);
    logic s1, c1, c2;
    half_adder ha1(.x(x), .y(y), .s(s1), .c(c1));
    half_adder ha2(.x(cin), .y(s1), .s(s), .c(c2));
    assign cout = c1 | c2;
endmodule
module half_adder (
    input  logic x,     
    input  logic y,     
    output logic s,     
    output logic c      
);
    assign s = x ^ y;
    assign c = x & y;
endmodule
==> design/flow/run.sh <==
#!/bin/bash
# OpenROAD 26Q1-2900-gdf79404cd8, Yosys 0.63+post, stock flow scripts
make -C /OpenROAD-flow-scripts/flow DESIGN_CONFIG=/design/flow/config.mk WORK_HOME=/design/flow/orfs finish
==> design/flow/config.mk <==
export PLATFORM = sky130hd
export DESIGN_NAME = adder
export DESIGN_NICKNAME = adder
export VERILOG_FILES = /design/flow/design.v
export SDC_FILE = /design/flow/constraint.sdc
export NUM_CORES = 4
export LEC_CHECK = 1
export CORE_AREA = 10 10 70 70
export DIE_AREA = 0 0 80 80
==> design/flow/constraint.sdc <==
current_design adder

set clk_period 3.8
set clk_io_pct 0.2

create_clock -name clk0 -period $clk_period

set non_clock_inputs [all_inputs -no_clocks]
set_input_delay [expr $clk_period * $clk_io_pct] -clock clk0 $non_clock_inputs
set_output_delay [expr $clk_period * $clk_io_pct] -clock clk0 [all_outputs]
==> flow_summary.html <==
<p>Metrics extracted from the flow reports.</p>
<table>
<tr><th>Metric</th><th>Value</th></tr>
<tr><th colspan="2">Run status</th></tr>
<tr><td>Result of the run</td><td>completed</td></tr>
<tr><th colspan="2">Synth</th></tr>
<tr><td>Number of instances in the synthesized netlist</td><td>16</td></tr>
<tr><td>Mux share</td><td>0%</td></tr>
<tr><td>Yosys Instances</td><td>16</td></tr>
<tr><td>Post-synth seq share</td><td>0%</td></tr>
<tr><td>Post-synthesis compound-gate area fraction</td><td>0%</td></tr>
<tr><td>Cell area after synthesis</td><td>140 um2</td></tr>
<tr><td>Basic-gate share of the synthesized area counting and, or, nand and nor cells</td><td>0%</td></tr>
<tr><td>Count of yosys warnings during synthesis</td><td>0</td></tr>
<tr><td>Post-synthesis xor/xnor area fraction</td><td>0%</td></tr>
<tr><td>Number of distinct standard cells referenced by the synthesized netlist</td><td>3</td></tr>
<tr><td>Average footprint of a synthesized cell</td><td>8.76 um2</td></tr>
<tr><td>Area fraction in full adders, half adders and majority gates</td><td>57.1%</td></tr>
<tr><td>Top non-seq family</td><td>adder cells</td></tr>
<tr><td>YS chip area</td><td>140 um2</td></tr>
<tr><th colspan="2">Critical path</th></tr>
<tr><td>Arrival time reported for the critical path endpoint</td><td>2930 ps</td></tr>
<tr><td>Largest fanout of any net on the critical path</td><td>1</td></tr>
<tr><td>Crit Path Class</td><td>input pin to output pin</td></tr>
<tr><td>Category of the worst setup path capture point</td><td>output pin</td></tr>
<tr><td>Data required time at the worst endpoint</td><td>3040 ps</td></tr>
<tr><td>Nature of the critical path startpoint</td><td>input pin</td></tr>
<tr><th colspan="2">Layout</th></tr>
<tr><td>Fillers</td><td>401</td></tr>
<tr><td>Relative area change from synthesis to final layout</td><td>127%</td></tr>
<tr><td>CLK BUF</td><td>0</td></tr>
<tr><td>Flip-flops</td><td>0</td></tr>
<tr><td>Utilization after layout</td><td>9.30%</td></tr>
<tr><td>Most common logic cells in the final layout</td><td>clkdlybuf4s50_1 (11), inv_1 (7), fa_2 (3)</td></tr>
<tr><td>Combined flip-flop and latch cell area</td><td>0 um2</td></tr>
<tr><td>Layout cells sized above 1</td><td>15.4%</td></tr>
<tr><td>Leading cell type in the layout, fill and taps excluded</td><td>clkdlybuf4s50_1</td></tr>
<tr><th colspan="2">Drt</th></tr>
<tr><td>Residual DRC count</td><td>0</td></tr>
<tr><td>Vias per cell</td><td>1.56</td></tr>
<tr><td>Drt first pass iters</td><td>1</td></tr>
<tr><td>Remaining antenna violation count</td><td>0</td></tr>
<tr><td>Number of DRC markers after the initial detailed-route iteration</td><td>0</td></tr>
<tr><td>Vias after detailed routing</td><td>114</td></tr>
<tr><td>Mean routed wirelength per cell</td><td>7.10 um</td></tr>
<tr><td>Total length of routed wires</td><td>518 um</td></tr>
<tr><th colspan="2">Global route</th></tr>
<tr><td>Global route total overflow</td><td>0</td></tr>
<tr><td>Number of antenna violations at the first check in global routing</td><td>1</td></tr>
<tr><td>All-Layer GR Usage</td><td>1.65%</td></tr>
<tr><td>Via count of the first global-routing pass</td><td>138</td></tr>
<tr><td>Wire length of the first global-routing pass</td><td>765 um</td></tr>
<tr><td>Largest net degree at the start of global routing</td><td>2</td></tr>
<tr><th colspan="2">Placement</th></tr>
<tr><td>Final weighted congestion in routability-driven placement</td><td>0.772</td></tr>
<tr><td>Buffers on Ports</td><td>14</td></tr>
<tr><td>HPWL after detailed placement</td><td>516 um</td></tr>
<tr><th colspan="2">STA</th></tr>
<tr><td>Transition time at the pin with the least slew margin</td><td>105 ps</td></tr>
<tr><td>Final Max Slew Viols</td><td>0</td></tr>
<tr><td>Count of final hold-check violations</td><td>0</td></tr>
<tr><td>Slew Limit Headroom</td><td>93.0%</td></tr>
<tr><td>Final worst path period need</td><td>3690 ps</td></tr>
<tr><td>RSZ-0062 raised after global routing</td><td>no</td></tr>
<tr><td>Timing-limited maximum frequency</td><td>0.271 GHz</td></tr>
<tr><td>Final period util</td><td>97.1%</td></tr>
<tr><td>Worst slack on hold paths</td><td>2310 ps</td></tr>
<tr><td>Setup violators final</td><td>0</td></tr>
<tr><th colspan="2">Power</th></tr>
<tr><td>Max rail drop VDD</td><td>0.0156 mV</td></tr>
<tr><td>PD cells</td><td>117 nW/um2</td></tr>
<tr><td>Standby leakage power</td><td>0.135 nW</td></tr>
<tr><th colspan="2">Die</th></tr>
<tr><td>Top-level I/O count</td><td>14</td></tr>
<tr><td>Pre-placement core utilization</td><td>4.10%</td></tr>
<tr><td>Die outline area</td><td>6400 um2</td></tr>
<tr><td>Horizontal die size</td><td>80 um</td></tr>
<tr><td>Total core area</td><td>3420 um2</td></tr>
<tr><td>Number of placement rows</td><td>21</td></tr>
<tr><td>Floorplan die height</td><td>80 um</td></tr>
<tr><th colspan="2">Worst hold path</th></tr>
<tr><td>Hold Path Sink</td><td>sum[0]</td></tr>
<tr><td>Hold Startpoint</td><td>x[0]</td></tr>
<tr><td>Worst Hold Depth</td><td>3</td></tr>
<tr><td>Class of the tightest hold or removal check</td><td>input pin to output pin</td></tr>
<tr><th colspan="2">Clock tree</th></tr>
<tr><td>Post-CTS repair timing setup buffer count</td><td>0</td></tr>
<tr><td>Post-cts hold buffer count</td><td>0</td></tr>
<tr><th colspan="2">Job</th></tr>
<tr><td>Max-Cap Viols</td><td>0</td></tr>
<tr><td>OpenROAD warning count</td><td>32</td></tr>
</table>
-- Yosys cell counts, drive strengths merged --
master / number / share of area [%]
fa: 4 / 57
inv: 8 / 21
buf: 4 / 21
-- cell type report --
cell class	count	area [um2]	area share (%)
Inverter	8	30.0	9.45
Tap cell	46	57.6	18.1
Timing Repair Buffer	14	140	44.1
Antenna cell	1	2.50	0.787
Multi-Input combinational cell	4	87.6	27.6
-- worst max-delay path: stages --
cell,delay (ps)
dlygate4sd2_1,250
fa_2,390
fa_2,370
inv_2,60
fa_2,190
fa_1,400
inv_1,60
clkdlybuf4s50_1,450
-- worst max path at each step --
stage,start,endpoint,slack (ps),cells after the start
CTS,x[0],sum[3],0.2,8
global route,y[0],sum[3],30,8
finish,y[0],sum[3],110,8
-- cells by family (layout without fill, tap and decap cells) --
logic type / Yosys count / count (layout)
adder cells (fa/ha/maj): 4 / 4
buffers and inverters: 12 / 22
other: 0 / 1
-- through the flow --
step	power [mW]	TNS (ps)	cell area (um2)	cells	worst slack [ps]
6_report	0.0373	0	318	73	112
5_1_grt	0.0431	0	315	72	30.2
4_1_cts	0.0386	0	313	72	0.170
3_5_place_dp	0.0381	-155	308	72	-155
3_3_place_gp	0.0381	-158	308	72	-158
2_1_floorplan	0.0178	0	140	16	738
-- routing by layer --
layer	GRT usage, %	wire (um)	vias up
met5	0	0	-
met4	0	0	0
met3	2.05	187	0
met2	2.65	206	9
met1	1.34	124	48
li1	-	-	57
-- where the power goes --
group	internal, mW	switching [mW]	total (mW)
clock	0.0000000352	0	0.0000000352
sequential	0	0	0
combinational	0.0267	0.0105	0.0373
total	0.0267	0.0105	0.0373
-- what timing repair did --
| item | 4_1_cts | 5_1_grt |
|---|---|---|
| pin swaps | 1 | 2 |
| resized | 6 | 1 |
| setup endpoints to repair | 1 | 1 |
No activity file was given, so power comes from the tool's default toggle rates.
