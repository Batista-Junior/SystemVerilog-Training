==> design/flow/config.mk <==
export PLATFORM = sky130hd
export DESIGN_NAME = q_analog_prng
export DESIGN_NICKNAME = q_analog_prng
export VERILOG_FILES = /design/flow/design.v
export SDC_FILE = /design/flow/constraint.sdc
export NUM_CORES = 4
export LEC_CHECK = 1
export CORE_AREA = 10 10 107 107
export DIE_AREA = 0 0 117 117
==> design/flow/constraint.sdc <==
current_design q_analog_prng

set clk_period 1.0
set clk_io_pct 0.2

create_clock -name clk0 -period $clk_period [get_ports {clk}]

set non_clock_inputs [all_inputs -no_clocks]
set_input_delay [expr $clk_period * $clk_io_pct] -clock clk0 $non_clock_inputs
set_output_delay [expr $clk_period * $clk_io_pct] -clock clk0 [all_outputs]
==> design/flow/design.v <==
package definitions_pkg;
typedef enum logic [2:0] {
  INST_ADDR, INST_FETCH, INST_LOAD, IDLE, OP_ADDR, OP_FETCH, ALU_OP, STORE
} state_t;
typedef enum logic [2:0] {
  HLT, SKZ, ADD, AND, XOR, LDA, STO, JMP
} opcode_t;
endpackage 
interface mem_interface #(
  parameter ADDR_WIDTH = 5,
  parameter DATA_WIDTH = 8
) (
  input logic clk
);
  logic read;
  logic write;
  logic [ADDR_WIDTH-1:0] addr;
  logic [DATA_WIDTH-1:0] data_in;
  logic [DATA_WIDTH-1:0] data_out;
  modport dut (
    input  clk,
    input  read,
    input  write,
    input  addr,
    input  data_in,
    output data_out
  );
  modport tester (
    input  clk,
    output read,
    output write,
    output addr,
    output data_in,
    input  data_out
  );
endinterface
module q_analog_prng #(
  parameter int E = 61,
  parameter int Q_VAL = 1025
)(
  input  logic clk,
  input  logic rst_n,
  input  logic en,
  input  logic [E-1:0] x0,
  output logic [63:0] prng_out
);
  logic [E-1:0] current_x;
  logic [E+12:0] multi_res;
  logic [E-1:0] upper_bits;
  logic [E-1:0] lower_bits;
  logic [E:0]   sum_parts;
  logic [E:0]   sum_plus_one;
  logic         sel_correction;
  logic [E-1:0] next_val_calc; 
  logic [E-1:0] next_val_mux;
  assign multi_res = (current_x * Q_VAL) + 1;
  assign upper_bits = multi_res[2*E-1:E];
  assign lower_bits = multi_res[E-1:0];
  assign sum_parts = upper_bits + lower_bits;
  assign sum_plus_one = sum_parts + 1;
  assign sel_correction = sum_plus_one[E];
  assign next_val_calc = sel_correction ? sum_plus_one[E-1:0] : sum_parts[E-1:0];
   assign next_val_mux = (en) ? next_val_calc : x0;
   always_ff @(posedge clk or negedge rst_n) begin
    if(!rst_n)
      current_x <= '0;
    else
      current_x <= next_val_mux;
   end
   logic [3:0] padding_bits;
    always_comb begin
        padding_bits[3] = current_x[0] ^ current_x[1];
        padding_bits[2] = current_x[2] ^ current_x[3]; 
        padding_bits[1] = current_x[4] ^ current_x[5]; 
        padding_bits[0] = current_x[6] ^ current_x[7]; 
    end
    assign prng_out = {padding_bits, current_x[59:0]};
endmodule
==> design/flow/run.sh <==
#!/bin/bash
# OpenROAD 26Q1-2900-gdf79404cd8, Yosys 0.63+post, stock flow scripts
make -C /OpenROAD-flow-scripts/flow DESIGN_CONFIG=/design/flow/config.mk WORK_HOME=/design/flow/orfs finish
==> flow_summary.json <==
{
  "ys_seq_frac": 0.9772,
  "largest-register": "current_x",
  "finalCritPeriodShare": 1.282,
  "grt_usage": 0.07897,
  "violations": "negative hold slack, negative setup slack",
  "setup_slack_ns": -0.2818,
  "fin_crit_ns": 1.282,
  "wl_mm": 5.693,
  "ys_sh_xor": 0.02280,
  "yosys_area_um2": 1536,
  "synthesis.area_um2": 1536,
  "grt_max_degree": 61,
  "ys_ff": 60,
  "most-common-layout-cells": "buf_2 (61), dfrtp_1 (60), clkdlybuf4s50_1 (60)",
  "cp-start-kind": "register",
  "fmax_ghz": 0.7801,
  "finalPower_w": 0.004853,
  "via_count": 1127,
  "hold_viol": 60,
  "cp.required_ns": 0.80,
  "largest_reg_flops": 60,
  "drv_slew": 0,
  "layout_top_cell": "buf_2",
  "syn_inst": 64,
  "power_leakage_nw": 1.367,
  "drt_iter0_drc": 33,
  "ys_sh_aoi": 0,
  "dr.pass1.iters": 3,
  "path_class": "reg -> out",
  "cap_violations": 0,
  "syn2layout_area_growth_pct": 89.49,
  "post-place-ws_ns": -0.2112,
  "grt_antenna_before_repair": 0,
  "tool_warnings": 31,
  "port-buffer-count": 125,
  "hp-class": "in -> async",
  "ys_cells": 64,
  "ios": 128,
  "cts_tree": "done",
  "rsz0062_at_grt": "true",
  "pwr_density_cell_nw_per_um2": 1667,
  "worstPathArrival_ns": 1.08,
  "cp_max_fo": 2,
  "setup_viol": 38,
  "cts-root-buf": "clkbuf_8",
  "relSlewSlack": 0.7868,
  "coreArea_um2": 9196,
  "top_regs": "current_x: 60 flops",
  "status": "complete, but fails checks",
  "place_hpwl_mm": 4.702,
  "rows": 35,
  "die_x_um": 117,
  "synthDistinctLibCells": 2,
  "cts_buffers": 9,
  "synthMuxAreaShare": 0,
  "wire_per_inst_um": 17.52,
  "drc": 0,
  "overflow": 0,
  "yosys_warnings": 2,
  "fill_cells": 920,
  "vias_per_cell": 3.468,
  "synth_area_per_cell_um2": 24.01,
  "cts_max_level": 3,
  "tightest_slew_ns": 0.3198,
  "ir_drop_v": 0.0005137,
  "startpoint": "current_x[5]$_DFF_PN0_",
  "grt_pass1_vias": 1248,
  "clockBufferDepth": 2,
  "antenna_cells": 0,
  "critPathCaptureType": "output port",
  "initCoreUtil": 0.1671,
  "clkSinkCount": 60,
  "ys_sh_adder": 0,
  "chipArea_um2": 13690,
  "final_layout_size_suffix_gt1_frac": 0.4206,
  "path_clk_slew_ns": 0.06,
  "die_h_um": 117,
  "yosys-dominant-comb-family": "XOR/XNOR gates",
  "ant_nets": 0,
  "grt_pass1_wl_mm": 8.010,
  "ys_sh_simple": 0,
  "hold_slack_ns": -0.1201,
  "place.gp.congestion": 0.7189
}
where the power goes:
group / internal (W) / total (W) / switching, W
clock network: 0.000925 / 0.00178 / 0.000856
registers: 0.00255 / 0.00259 / 0.0000368
logic: 0.000350 / 0.000484 / 0.000134
total: 0.00383 / 0.00485 / 0.00103
metrics by stage:
stage	util	TNS, ns	std cells	area [um^2]
2_1_floorplan	-	0	64	1536
5_1_grt	0.3166	-4.739	325	2912
6_report	0.3166	-2.071	325	2912
4_1_cts	0.3124	-3.698	324	2873
3_5_place_dp	0.3215	-1.277	303	2957
3_3_place_gp	0.3215	-1.125	303	2957
path summary, 6_finish.rpt:
path | end | slack (ns) | depth (start not counted)
setup / recovery | prng_out[61] | -0.28 | 3
hold / removal | current_x[39]$_DFF_PN0_ | -0.12 | 2
max in group asynchronous | current_x[22]$_DFF_PN0_ | 0.86 | 2
min in group clk0 | current_x[20]$_DFF_PN0_ | 0.31 | 1
per-layer routing:
layer	share of wire	global-route usage
met1	0.36	0.09396
met2	0.50	0.1275
met5	0	0
met3	0.13	0.04180
met4	0.014	0.01236
cells by family after synthesis:
family,after synthesis
DFF,60
xor gates and xnor gates,4
final cells by class:
cell class / count / area [um^2] / area share
tap: 111 / 138.9 / 0.04770
sequential: 60 / 1501 / 0.5157
clock buffer: 11 / 141.4 / 0.04856
timing repair buffer: 136 / 1072 / 0.3683
multi-input combinational: 4 / 42.54 / 0.01461
clock inverter: 3 / 15.01 / 0.005157
cells in the mapped netlist:
| library cell | instances | area [um^2] |
|---|---|---|
| dfrtp_1 | 60 | 1501 |
| xor2_1 | 4 | 35.03 |
critical path, stage by stage (launching register included):
cell	delay, ns
dfrtp_1	0.38
buf_6	0.12
xor2_2	0.15
buf_2	0.11
what timing repair did:
action,in CTS,in global routing
setup endpoints to repair,64,64
resized,217,6
buffers inserted,7,2
pin swaps,4,1
endpoints found under the hold margin,60,60
Power is estimated from default activity; no workload was simulated.
