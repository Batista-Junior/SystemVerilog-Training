===== flow/run.sh =====
#!/bin/bash
# OpenROAD 26Q1-2900-gdf79404cd8, Yosys 0.63+post, stock flow scripts
make -C /OpenROAD-flow-scripts/flow DESIGN_CONFIG=/design/flow/config.mk WORK_HOME=/design/flow/orfs finish

===== flow/config.mk =====
export PLATFORM = sky130hd
export DESIGN_NAME = lfsr_core
export DESIGN_NICKNAME = lfsr_core
export VERILOG_FILES = /design/flow/design.v
export SDC_FILE = /design/flow/constraint.sdc
export NUM_CORES = 4
export LEC_CHECK = 1
export CORE_UTILIZATION = 30

===== flow/constraint.sdc =====
current_design lfsr_core

set clk_period 1.2
set clk_io_pct 0.2

create_clock -name clk0 -period $clk_period [get_ports {clk}]

set non_clock_inputs [all_inputs -no_clocks]
set_input_delay [expr $clk_period * $clk_io_pct] -clock clk0 $non_clock_inputs
set_output_delay [expr $clk_period * $clk_io_pct] -clock clk0 [all_outputs]

===== flow/design.v =====
package definitions_pkg;
typedef enum logic [2:0] {
  INST_ADDR, INST_FETCH, INST_LOAD, IDLE, OP_ADDR, OP_FETCH, ALU_OP, STORE
} state_t;
typedef enum logic [2:0] {
  HLT, SKZ, ADD, AND, XOR, LDA, STO, JMP
} opcode_t;
endpackage 
interface mem_interface #(
  parameter ADDR_WIDTH = 5,
  parameter DATA_WIDTH = 8
) (
  input logic clk
);
  logic read;
  logic write;
  logic [ADDR_WIDTH-1:0] addr;
  logic [DATA_WIDTH-1:0] data_in;
  logic [DATA_WIDTH-1:0] data_out;
  modport dut (
    input  clk,
    input  read,
    input  write,
    input  addr,
    input  data_in,
    output data_out
  );
  modport tester (
    input  clk,
    output read,
    output write,
    output addr,
    output data_in,
    input  data_out
  );
endinterface
module lfsr_core (
    input  logic        clk,
    input  logic        rst_n,
    input  logic        load_seed,
    input  logic        lfsr_en,
    input  logic [31:0] saved_seed,
    output logic [31:0] lfsr_out
);
    logic [31:0] lfsr_reg;
    logic        feedback;
    assign lfsr_out = lfsr_reg;
    assign feedback = lfsr_reg[31] ^ lfsr_reg[21] ^ lfsr_reg[1] ^ lfsr_reg[0];
    always_ff @(posedge clk or negedge rst_n) begin
        if (!rst_n) begin
            lfsr_reg <= 32'hDEAD_BEEF;  
        end else begin
            if (load_seed) begin
                lfsr_reg <= saved_seed;  
            end else if (lfsr_en) begin
                lfsr_reg <= {lfsr_reg[30:0], feedback}; 
            end
        end
    end
endmodule

==> reports/results.ini <==
[status]
run_status=complete, but fails checks
failed_checks=negative setup slack

[layout]
num-fill-cells=443
area_delta_synth_final_pct=65.0
largest_reg_flops=32
mi_logic_area_um2=663
regArea_um2=831
final_cell_count_no_fill=319
drive_gt1_share_pct=40.1

[critical_path]
critPathLaunchType=flip-flop
worst_r2r_startpoint=lfsr_reg[0]
max_stage_delay_ns=0.51
crit_chain=buf_6, or4b_4, a21oi_2, nand3b_1
critical_path_peak_fanout=3
endpoint_kind=flip-flop
critical-path-slowest-cell=sky130_fd_sc_hd__or4b_4
critical_path.n_buffers_inverters=1
timing.setup.critical_path_class=flip-flop to flip-flop
cp.required_ns=1.41
critical_path_source=lfsr_reg[0]
worst_ep_arrival_time_ns=1.50
cell_family_contributing_the_most_delay_on_the_critical_path=simple AND/OR/NAND/NOR gates

[logic_synthesis]
synth_area_leader_cell=sky130_fd_sc_hd__dfstp_2
yosysCellCount=146
topCellsByArea=sky130_fd_sc_hd__dfstp_2 (41%), sky130_fd_sc_hd__mux2i_1 (20%), sky130_fd_sc_hd__dfrtp_1 (13%), sky130_fd_sc_hd__o21ai_0 (10%), sky130_fd_sc_hd__nand2_1 (7.6%)
mappedNetlistArea_um2=1540
synth.avg_cell_area_um2=10.5
synth_seq_share_pct=53.9
synth-edff-count=0
top_cells_by_count=sky130_fd_sc_hd__o21ai_0 (32), sky130_fd_sc_hd__mux2i_1 (31), sky130_fd_sc_hd__nand2_1 (31)
synth_cell_type_count=14
synthesis.yosys.warnings=1
synth_flop_count=32
netlist.top_cell.by_instances=sky130_fd_sc_hd__o21ai_0
synthDominantCellAreaShare_pct=40.9
synthesis.instances=146
ys_area_um2=1540
asyncSetResetFlopFracSynth_pct=100
flop_cell=sky130_fd_sc_hd__dfstp_2

[timing]
final_max_slew_viol_count=0
fmax_mhz=777
timing.final.crit_period_ns=1.29
final.setup.worst_slack_ns=-0.0866
timing.slew.headroom_pct=81.6
setup-violations-final=1
fin_tns_setup_ns=-0.0866
rsz0062_at_grt=true
fin_crit_sh_pct=107
worst-slew-pin-transition_ns=0.276
timing.clock.skew_ns=0.00443
post_route_hold_slack_ns=0.335
finalHoldViolations=0

[routing]
route.detailed.wl_per_inst_um=12.1
vias=1405
route.detailed.drc=0
drtAntennaViolNets=0
first_iter_violations=68
n_antenna_cell=0
detailed_router_iteration_count_before_antenna_repair=4
detail_route.wirelength_mm=3.85
vias_per_cell=4.40

[die]
io_pins=68
die_x_size_um=73.7
fp.dieArea_um2=5420
core_area_um2=4820
fp_util_pct=32.0
die_height_um=73.7
placement_rows=25

[placed_design]
numPlacedInstances=301
port_buffers=67
place.detailed.hpwl_mm=2.70
dp_slack_ns=-0.0359
place_congestion=0.861

[power]
powerDensity_nw_per_um2=1170
max-vdd-ir-drop_v=0.000625
p_leak_nw=1.21

[clock_network]
cts_root_buffer=sky130_fd_sc_hd__clkbuf_8
tritoncts=built
worst_skew_pair.late_latency_ns=0.28
clock_tree.buffer_depth=2
tritoncts.num_buffers=5
cts_num_sinks=32
clk_pin_slew_ns=0.07
htree_num_levels=2

[job]
cap_viol_max_count=0
warnings=27

[global_routing]
number_of_antenna_violations_at_the_first_check_in_global_routing=0
met1_usage_pct=23.4
grt_use_met3_pct=2.64
grt_most_used_layer=met1
grt_use_met2_pct=23.1
grt_start_max_net_pins=35
global_route_wire_length_before_repair_mm=6.17
grt.overflow.total=0
grtUsageTotal_pct=15.0
first_global_vias=1330

[hold_path]
hold_path.class=input port to async pin

area by class of cell:
| class | count | area share [%] |
|---|---|---|
| clock buffer | 8 | 3.94 |
| multi-input combinational | 103 | 26.1 |
| sequential | 32 | 32.7 |
| tap | 67 | 3.30 |
| timing repair buffer | 109 | 34.0 |
cell families (layout without fill, tap and decap cells):
| kind of cell | count (synthesis) | in the layout | synth area share, % |
|---|---|---|---|
| AND-OR/OR-AND | 34 | 34 | 11.0 |
| buffers and inverters | 11 | 117 | 3.49 |
| flip-flops | 32 | 32 | 53.9 |
| AND/OR/NAND/NOR | 37 | 37 | 10.8 |
| XOR/XNOR | 1 | 1 | 0.569 |
| multiplexers | 31 | 31 | 20.1 |
final timing paths:
check	end	slack (ns)	cells after the start
worst max-delay path	lfsr_reg[0]	-0.09	4
worst max register to register	lfsr_reg[0]	-0.09	4
worst min register to register	lfsr_reg[9]	0.61	2
max in group asynchronous	lfsr_reg[11]	0.62	2
min in group clk0	lfsr_reg[0]	0.37	4
worst min-delay path	lfsr_reg[8]	0.34	2
placed cells by master, fill, tap and decap left out:
cell,netlist,layout
sky130_fd_sc_hd__a21oi_1,2,1
sky130_fd_sc_hd__a21oi_2,0,1
sky130_fd_sc_hd__buf_12,0,1
sky130_fd_sc_hd__buf_2,4,25
sky130_fd_sc_hd__buf_4,2,40
sky130_fd_sc_hd__buf_6,0,1
sky130_fd_sc_hd__clkbuf_1,5,1
sky130_fd_sc_hd__clkbuf_2,0,1
sky130_fd_sc_hd__clkbuf_8,0,7
sky130_fd_sc_hd__clkdlybuf4s15_1,0,1
sky130_fd_sc_hd__clkdlybuf4s50_1,0,33
sky130_fd_sc_hd__dfrtp_1,8,8
sky130_fd_sc_hd__dfstp_2,24,24
sky130_fd_sc_hd__dlygate4sd2_1,0,7
sky130_fd_sc_hd__mux2i_1,31,31
sky130_fd_sc_hd__nand2_1,31,31
sky130_fd_sc_hd__nand3b_1,2,2
sky130_fd_sc_hd__nor3b_1,2,2
sky130_fd_sc_hd__nor4bb_1,1,1
sky130_fd_sc_hd__o21ai_0,32,32
sky130_fd_sc_hd__or4b_4,0,1
sky130_fd_sc_hd__xnor2_1,1,1
metrics by stage:
| stage | area, µm² | util (%) | total power [W] |
|---|---|---|---|
| 6_report | 2540 | 52.8 | 0.00297 |
| 3_5_place_dp | 2480 | 51.6 | 0.00213 |
| 2_1_floorplan | 1540 | - | 0.00156 |
| 4_1_cts | 2530 | 52.6 | 0.00300 |
| 5_1_grt | 2540 | 52.8 | 0.00316 |
| 3_3_place_gp | 2480 | 51.6 | 0.00212 |
per-layer routing:
metal  wire length [µm]  up-vias  share of wire (%)
met5                  0        -                  0
met3                216        4                5.6
met2               1750       47                 45
met1               1850      638                 48
met4                 34        0               0.88
li1                   -      716                  -
power breakdown:
group	total, W	internal, W	leakage, nW	switching, W
Combinational	0.000742	0.000479	0.805	0.000264
Clock	0.000901	0.000523	0.0515	0.000378
Sequential	0.00132	0.00126	0.349	0.0000607
Total	0.00297	0.00226	1.21	0.000702
what timing repair did:
action	4_1_cts	5_1_grt
setup endpoints to repair	32	3
buffers inserted	10	0
resized	78	6
pin swaps	0	2
hold buffers	0	0
No activity file was given, so power comes from the tool's default toggle rates.
